File: design/flow/run.sh
#!/bin/bash
# OpenROAD 26Q1-2900-gdf79404cd8, Yosys 0.63+post, stock flow scripts
make -C /OpenROAD-flow-scripts/flow DESIGN_CONFIG=/design/flow/config.mk WORK_HOME=/design/flow/orfs finish
File: design/flow/config.mk
export PLATFORM = sky130hd
export DESIGN_NAME = LU
export DESIGN_NICKNAME = LU
export VERILOG_FILES = /design/flow/design.v
export SDC_FILE = /design/flow/constraint.sdc
export NUM_CORES = 4
export LEC_CHECK = 1
export CORE_AREA = 10 10 70 70
export DIE_AREA = 0 0 80 80
File: design/flow/constraint.sdc
current_design LU

set clk_period 1.8
set clk_io_pct 0.2

create_clock -name clk0 -period $clk_period

set non_clock_inputs [all_inputs -no_clocks]
set_input_delay [expr $clk_period * $clk_io_pct] -clock clk0 $non_clock_inputs
set_output_delay [expr $clk_period * $clk_io_pct] -clock clk0 [all_outputs]
File: design/flow/design.v
`timescale 1ns / 1ps
module LU(
    output reg [3:0] out,
    input [3:0] a,
    input [3:0] b,
    input [2:0] sel
    );
	 always @(sel,a,b) begin
		case(sel)
			0: out = a & b;  
			1: out = a | b;  
			2: out = a ^ b;  
			3: out = ~(a & b);  
			4: out = ~a;  
			5: out = a << 1;  
			6: out = a >> 1;  
			default: out = 'bx; 
		endcase
	end
endmodule
==> impl_metrics.ini <==
; flow metrics
[status]
status = complete, no violations

[finish]
area_growth_pct = 90.1
nFlopsAndLatches = 0
fillers = 373
nClkBuffers = 0
flop_area_sq_um = 0
combGateArea_sq_um = 433
drive_above_1_share_pct = 54.9

[pwr]
powerDensity_nw_per_um2 = 220
p_int_uw = 98.9
vdd_drop_max_uv = 110
p_sw_uw = 76.1
p_clk_share_pct = 0
power.total_uw = 175
seqPwrFrac_pct = 0
p_leak_nw = 0.366
swShare_pct = 43.5
comb_power_share_pct = 100.0

[flow_run]
maxCapViolCount = 0
warning_count = 38

[floorplan]
die_w_um = 80
std_cell_rows = 21
die_h_um = 80
core-area_sq_um = 3420
chipArea_sq_um = 6400
fp-utilization_pct = 12.2
ios = 15

[synth]
most_common_cell = inv_1
synth.distinct_cells = 24
ys_cells = 62
avgSynthCellArea_sq_um = 6.74
ys_area_sq_um = 418
largest_area_cell = ha_1
postSynthCellCount = 62
netlist_top_cells_count = inv_1, ha_1, nand2_1
topCellsByArea = ha_1, inv_1, nand2_1
ys_seq_share_pct = 0
synth_top_area_share_pct = 24.0
ys_warn_count = 1
syn_area_sq_um = 418

[place]
place_congestion = 0.850
port-buffer-count = 15
hpwl_um = 1060

[routing]
antenna_left = 0
drtPass1Iterations = 3
wl_per_cell_um = 10.0
drtIter0Drc = 11
diodes = 0
vias = 548
wirelength_um = 1370
drcViolationCount = 0
vias_per_cell = 4.00

[worst_setup_path]
crit_slowest_cell = a221oi_2
start_kind = input pin
cp_max_fo = 3
end_kind = output pin
cp.arrival_ns = 1.43
cpPeakStageDelay_ns = 0.25
crit_type = in -> out
critPathCapture = out[3]
crit_required_ns = 1.44
path_cells = buf_8 -> inv_4 -> ha_4 -> a21oi_2 -> o221a_2 -> o32ai_2 -> a221oi_2 -> buf_2
critPathLaunch = a[3]

[grt]
grt_pass1_vias = 484
antenna_found_initial = 0
grt_overflow = 0
grt_pass1_wl_um = 2080
grt_max_degree = 11
grt_usage_pct = 3.69

[timing]
slew_violations = 0
hold_violations = 0
tightest_slew_ns = 0.226
whs_ns = 1.15
period_used_pct = 99.4
fmax_ghz = 0.559
rsz0062_at_grt = true
slew_headroom_pct = 84.7
setup_viol = 0
min_period_ns = 1.79

[hold_path]
hold_path_class = in -> out

[cts]
cts_hold_buf = 0
-- worst min path at each step --
stage,from,to,depth (start not counted)
6_report,sel[1],out[3],4
5_1_grt,sel[1],out[3],4
4_1_cts,sel[1],out[3],4
-- layout by cell type (no fill, tap or decap), types with 2 or more instances in the layout --
cell,netlist,layout
buf_8,0,2
buf_4,0,15
ha_1,8,5
buf_6,0,3
ha_4,0,2
nand2_1,7,7
inv_1,10,7
inv_4,0,3
a21oi_2,0,4
o221a_2,2,2
o211ai_1,2,2
clkdlybuf4s15_2,0,2
o21ai_1,0,3
nor2_1,3,3
buf_2,4,10
-- cell type report --
class	instances	share of cell area [%]
Timing Repair Buffer	33	32.6
Tap cell	46	7.24
Inverter	10	5.67
Multi-Input combinational cell	48	54.5
-- power groups by stage --
stage,clock (mW),combinational (mW),sequential [mW]
after global routing,0,0.193,0
after CTS,0,0.157,0
final,0,0.175,0
-- routing by layer --
layer	global-route usage, %	routed length [um]	vias up
met1	5.34	748	253
met4	0	0	0
met2	6.34	617	8
met5	0	0	-
li1	-	-	287
met3	0	6	0
-- stage by stage --
| stage | util [%] | std cells | setup slack, ns | setup TNS, ns | area, sq um |
|---|---|---|---|---|---|
| final | 23.3 | 137 | 0.0108 | 0 | 795 |
| after global routing | 23.3 | 137 | -0.0601 | -0.0601 | 795 |
| after CTS | 21.6 | 135 | -0.0265 | -0.0265 | 739 |
| after detailed placement | 20.4 | 131 | -0.888 | -3.09 | 696 |
| after global placement | 20.4 | 131 | -0.830 | -2.98 | 696 |
| after floorplan | - | 62 | 0.228 | 0 | 418 |
-- what timing repair did --
item / 4_1_cts / 5_1_grt
setup endpoints to repair: 4 / 4
setup buffers: 4 / 1
resized: 64 / 21
cloned: 0 / 1
pin swaps: 14 / 9
-- critical path: cells and delay by family --
| kind | cells | cell delay [ns] |
|---|---|---|
| AOI/OAI and AO/OA | 4 | 0.70 |
| adders and majority gates | 1 | 0.14 |
| buffers and inverters | 3 | 0.23 |
-- logic make-up after synthesis --
logic type,synth area share (%)
buffers and inverters,13.8
adders and majority gates,24.0
AOI/OAI and AO/OA,41.0
and+or+nand+nor,18.9
muxes,2.40
Power is estimated from default activity; no workload was simulated.
