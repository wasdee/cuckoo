==> flow/design.v <==
`timescale 1ns / 1ps
module AU(
    output reg [3:0] out,
	 output reg cout, 
	 output z,
    input [3:0] a,
    input [3:0] b,
    input [2:0] sel
    );
	assign z = (out == 0)? 1: 0;
	always @(sel,a,b) begin
		case(sel)
			1:{cout,out} = a + b;  
			2:{cout,out} = a - b;  
			5:{cout,out} = a + b + cout;  
			6:{cout,out} = a - b - cout;  
			default: out = 'bx; 
		endcase
	end
endmodule
==> flow/run.sh <==
#!/bin/bash
# OpenROAD 26Q1-2900-gdf79404cd8, Yosys 0.63+post, stock flow scripts
make -C /OpenROAD-flow-scripts/flow DESIGN_CONFIG=/design/flow/config.mk WORK_HOME=/design/flow/orfs finish
==> flow/config.mk <==
export PLATFORM = sky130hd
export DESIGN_NAME = AU
export DESIGN_NICKNAME = AU
export VERILOG_FILES = /design/flow/design.v
export SDC_FILE = /design/flow/constraint.sdc
export NUM_CORES = 4
export LEC_CHECK = 1
export CORE_AREA = 10 10 74 74
export DIE_AREA = 0 0 84 84
==> flow/constraint.sdc <==
current_design AU

set clk_period 5.7
set clk_io_pct 0.2

create_clock -name clk0 -period $clk_period

set non_clock_inputs [all_inputs -no_clocks]
set_input_delay [expr $clk_period * $clk_io_pct] -clock clk0 $non_clock_inputs
set_output_delay [expr $clk_period * $clk_io_pct] -clock clk0 [all_outputs]
==> run notes <==
Observations from the implementation run.

Route:
- The run puts the detailed-route wire length at 1750 um.
- The run puts the first-pass detailed-route iteration total at 4.
- The run puts the ratio of routed vias to standard cells at 4.245.
- Detailed routing inserted a total of 658 vias.
- The run gives the number of routed nets with antenna violations as 0.
- The run gives the initial detailed-routing violation count as 17.
- TritonRoute output was used to compute an average wire per cell of 11.29 um.
- The run puts the number of DRC violations after detailed routing at 0.
- The number of antenna diodes in the final layout is 0.

Hold path:
- Note that the worst hold path type here is in2out.
- The run puts the cell count of the worst hold path at 4.
- The startpoint identified for the worst hold timing path is sel[2].
- In the hold report, the worst path ends at out[1].

Timing:
- The run puts the post-route fraction of the period consumed by the critical path at 89.88%.
- 2 endpoints have no timing constraint.
- The run gives the number of register pins that no clock reaches as 1.
- The run gives the final hold violation count as 0.
- The run gives the final total negative setup slack as 0 ns.
- The run puts the max-slew violation count at 0.
- Setup repair after global routing left no endpoint under its margin.
- Per the finish-stage timing summary, setup violations number 0.
- The pin closest to its max-slew limit shows a slew of 0.3435 ns.
- The run gives the achievable frequency as 0.1952 GHz.
- The run gives the post-layout minimum cycle time as 5.123 ns.
- The run puts the worst slew margin relative to its limit at 76.90%.

Power:
- The run puts the fraction of power consumed by the clock network at 0%.
- The run gives the share of total power in combinational logic as 98.1%.
- The run gives the net switching power as 0.00004736 W.
- The run puts the share of total power consumed by net switching at 43.19%.
- The run puts the ratio of total power to cell area at 110.9 nW/um2.
- The run gives the total power consumption of the routed design as 0.0001097 W.
- The run gives the cell internal power dissipation as 0.00006230 W.
- The run gives the leakage power as 0.4427 nW.
- The highest supply drop recorded on VDD is 0.06044 mV.
- The run gives the part of the power in registers as 1.9%.

Yosys:
- The synthesized design contains 0 enable-type register cells.
- For reference, the post-synthesis area per instance comes to 8.605 um2.
- The run gives the Yosys chip area as 774.5 um2.
- The run gives the async set or reset register ratio after synthesis as 0%.
- The run gives the synthesized area as 774.5 um2.
- The run gives the top cell type's share of synthesized area as 19.39%.
- The run gives the synthesized instance count as 90.
- The run gives the post-synthesis cell type count as 43.
- The biggest area contributor in the post-synthesis netlist is ha_1.
- The run gives the number of warnings issued by yosys as 3.
- After synthesis the netlist holds a flip-flop and latch count of 1.
- Yosys attributes the largest share of cell area to ha_1 (19%), xnor3_1 (5.8%), fa_1 (5.2%).
- Among all flip-flop cells after synthesis, the most frequent one is dlxtn_1.
- Yosys stat counts 90 cells in the synthesized netlist.

Floorplan:
- According to the floorplan report, the die height is 84 um.
- The run gives the core area as 3971 um2.
- The run gives the chip area as 7056 um2.
- In this run the core area contains 23 standard-cell rows.
- The run puts the effective utilization at floorplan at 19.50%.
- The run puts the overall die width at 84 um.
- The run gives the count of boundary I/O pins as 17.

Critical path:
- Per STA, the worst path is made up of clkdlybuf4s50_1 -> ha_1 -> inv_1 -> fa_1 -> inv_1 -> ha_1 -> nand2_1 -> xor2_1 -> o211ai_2 -> nand4bb_1 -> a211oi_2 -> clkdlybuf4s50_1.
- The run puts the largest fanout on the critical path at 3.
- For this design, the slowest cell found on the critical path is fa_1.
- The worst setup path is launched from an input pin.
- The run gives the critical path data required time as 4.56 ns.
- The run puts the delay of the slowest cell on the worst path at 0.54 ns.
- Looking at the setup timing report, the critical path kind is in2out.
- The run gives the critical path endpoint category as a primary output.
- The run puts the critical path arrival at 3.98 ns.

Layout:
- The run puts the share of post-route cells with drive strength above 1 at 11.43%.
- The run puts the number of fill cells in the layout at 428.
- The run gives the post-synthesis to final-layout area growth as 27.63%.
- The finished layout holds 155 standard cells, fillers aside.
- The flip-flop count of the largest register, all copies and words added came to 1.
- The run puts the area of all placed cells without fillers at 988.4 um2.
- The post-route utilization of the core is recorded as 24.89%.

Place:
- After its last routability iteration, the placer logged a weighted congestion of 0.8076.
- Detailed placement ended at an HPWL of 1537 um.
- The run gives the cell area after placement as 988.4 um2.
- The run gives the number of placed instances with taps included as 155.
- The run gives the number of port buffers as 17.

GRT:
- The run gives the combined global-route utilization of all metal layers as 4.736%.
- The run gives the maximum number of pins on one net before global-route repair as 10.
- The run gives the via count of the first global-routing pass as 652.
- For this run the aggregate overflow at the end of global routing stands at 0.
- The run gives the number of antenna violations at the first check in global routing as 0.
- The run gives the wire length of the first global-routing pass as 2953 um.

Clocking:
- The post-CTS hold buffer count recorded in the log is 0.
- The run puts the number of resized instances in the post-cts repair step at 0.
- The run puts the setup fix buffers added after clock tree synthesis at 0.

Run:
- The run gives the count of maximum capacitance violations as 0.
- The run puts the stage-log warning count at 36.

Status:
- The flow ran to the end, and the final reports show no timing, DRC or antenna violations.
## through the flow
stage                     hold slack, ns  setup WS (ns)
final                              3.451         0.5769
after global routing               3.530         0.3722
after CTS                          3.462         0.5366
after detailed placement           3.451         0.5632
after global placement             3.453         0.6040
after floorplan                    2.348          1.752
## routing by layer
layer  up-vias  wire length (um)  GRT usage [%]
met5         -                 0              0
met2        19               720          7.038
met1       292               860          6.713
met4         0                 0              0
met3         0               168          1.772
li1        347                 -              -
## cell usage in the layout, fill, tap and decap left out, drive strengths merged
cell type       n
a211oi          2
a21o            3
a21oi           4
a22o            1
a22oi           1
and2b           2
clkdlybuf4s50  17
dlxtn           1
fa              2
ha             12
inv            10
mux2i           3
nand2           9
nand2b          3
nand3           2
nand3b          1
nand4bb         1
nor2            3
nor2b           2
nor3            1
nor3b           3
o211ai          1
o21a            1
o21ai           2
o22ai           2
o2bb2ai         1
o31ai           2
o32ai           1
or2             1
or2b            1
or4             1
xnor2           3
xnor3           2
xor2            3
xor3            1
## cells by family (layout without fill, tap and decap cells)
| kind of cell | Yosys count | count (layout) | share of synthesized area [%] |
|---|---|---|---|
| buffers and inverters | 12 | 27 | 7.271 |
| XOR/XNOR | 9 | 9 | 16.64 |
| AND-OR/OR-AND | 21 | 21 | 21.49 |
| multiplexers | 3 | 3 | 3.877 |
| AND/OR/NAND/NOR | 30 | 30 | 24.23 |
| adder cells (fa/ha/maj) | 14 | 14 | 24.56 |
| latches | 1 | 1 | 1.938 |
## cells in the mapped netlist (all sizes together) (2+ instances only)
cell / count
ha: 12
inv: 10
nand2: 9
a21oi: 4
a21o: 3
mux2i: 3
nand2b: 3
nor2: 3
nor3b: 3
xnor2: 3
xor2: 3
a211oi: 2
and2b: 2
buf: 2
fa: 2
nand3: 2
nor2b: 2
o21ai: 2
o22ai: 2
o31ai: 2
xnor3: 2
## critical path, delay by kind of cell
| kind | cells | cell delay [ns] |
|---|---|---|
| simple gates | 2 | 0.29 |
| xor+xnor | 1 | 0.19 |
| buf+inv | 4 | 1.10 |
| compound gates | 2 | 0.31 |
| fa+ha+maj | 3 | 0.95 |
## cell type report
type                       count  area [um2]  share of cell area [%]
tap                           50       62.56                   6.329
timing repair buffer          17       170.2                   17.22
inverter                      10       37.54                   3.797
sequential                     1       15.01                   1.519
multi-input combinational     77       703.2                   71.14
## power groups by stage
stage	Clock, W	Combinational [W]	Sequential, W
5_1_grt	0	0.000119	0.00000215
4_1_cts	0	0.000109	0.00000209
6_report	0	0.000108	0.00000210
## how the worst max path moves through the flow
stage,start,to,slack [ns],cells after the start
6_report,b[0],z,0.58,12
5_1_grt,b[0],z,0.37,12
4_1_cts,b[0],z,0.54,12
Power figures rest on the tool's default switching activity, not on a simulated workload.
