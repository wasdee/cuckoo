### ./design.v
`timescale 1ns / 1ps
module BCDto7seg(
    output reg [6:0] seg,
    input [3:0] q
    );
	always @(q)
		case (q)        
			0: seg = 7'b1111110 ;
	   	1: seg = 7'b0110000;
			2: seg = 7'b1101101;
			3: seg = 7'b1111001;
			4: seg = 7'b0110011;
			5: seg = 7'b1011011;
			6: seg = 7'b1011111;
			7: seg = 7'b1110000;
			8: seg = 7'b1111111;
			9: seg = 7'b1111011;
			default: seg = 7'bx;
		endcase
endmodule
`timescale 1ns / 1ps
module clk_4ms(
    output reg clkOut,
    input clkIn
    );
		 reg [15:0] counter;
	 always @(negedge clkIn)
		if(counter !=50000)
			counter <= counter+1;
		else begin
			counter <=0;
			clkOut<=~clkOut;
		end
endmodule
`timescale 1ns / 1ps
module BCDcounter(
    output reg [3:0] q, 
	 output reg clk_10,
	 input clk,
    input not_reset
    );
	 initial clk_10=0;
	 always @(posedge clk, negedge not_reset) begin
	 if(not_reset==0) q<=0;
		else begin
			if(q!=9) begin
				q<=q+1;
				clk_10<=0;
			end
			else begin
				q<=0;
				clk_10<=1;
			end
		end
		end
endmodule
`timescale 1ns / 1ps
module divider(
    output reg clk,
    input sysclk
    );
	 reg [23:0] counter;
	 always @(negedge sysclk)
		if(counter !=12500000)
			counter <= counter+1;
		else begin
			counter <=0;
			clk<=~clk;
		end
endmodule
`timescale 1ns / 1ps
module top_module(
    output [6:0] seg,
	 output 	DG1,
				DG2,
    input clk,
    input not_reset
    );
	 wire clk_10_5hz,clk_1hz,rco1,rco2,reset2nddigit;
	 wire [3:0] q,digit1,digit2;
	 assign reset2nddigit = ((digit2==4'b0110)&&(!not_reset))? 0 :1;
	 assign q =(clk_10_5hz)? digit1: digit2;
	 assign DG1 = (clk_10_5hz)? 1: 0;
	 assign DG2 = (clk_10_5hz)? 0: 1;
	 clk_4ms clk_4ms(clk_10_5hz,clk);
	 divider divider(clk_1hz,clk);
	 BCDcounter counter1(digit1,rco1,clk_1hz,not_reset);
	 BCDcounter counter2(digit2,rco2,rco1,reset2nddigit);
	 BCDto7seg segDisplay(seg,q);		
endmodule
### ./run.sh
#!/bin/bash
# OpenROAD 26Q1-2900-gdf79404cd8, Yosys 0.63+post, stock flow scripts
make -C /OpenROAD-flow-scripts/flow DESIGN_CONFIG=/design/flow/config.mk WORK_HOME=/design/flow/orfs finish
### ./config.mk
export PLATFORM = sky130hd
export DESIGN_NAME = top_module
export DESIGN_NICKNAME = top_module
export VERILOG_FILES = /design/flow/design.v
export SDC_FILE = /design/flow/constraint.sdc
export NUM_CORES = 4
export LEC_CHECK = 1
export CORE_UTILIZATION = 50
### ./constraint.sdc
current_design top_module

set clk_period 5.2
set clk_io_pct 0.2

create_clock -name clk0 -period $clk_period [get_ports {clk}]

set non_clock_inputs [all_inputs -no_clocks]
set_input_delay [expr $clk_period * $clk_io_pct] -clock clk0 $non_clock_inputs
set_output_delay [expr $clk_period * $clk_io_pct] -clock clk0 [all_outputs]
==> results.txt <==
Implementation numbers.

- In this run the VDD rail shows a maximum IR drop of 0.000247 V.
- The routed wire length per instance is 11.2 um.
- Note, the detailed placer reported a final HPWL of 2.81 mm.
- The worst setup margin reads -0.252 ns.
- The register-to-register path setup slack is 3.23 ns.
- The clock root buffer reads sky130_fd_sc_hd__clkbuf_8.
- The total global routing overflow reads 0.
- The finished cells cover 3110 sq um.
- The count of final hold-check violations reads 0.
- The last timing report of the flow puts the setup violation total at 7.
- By instance count after routing, the leading logic cell type is sky130_fd_sc_hd__inv_1.
- The routed wire length reads 4.34 mm.
- Of the synthesized area, sequential elements account for 0.449.
- The total number of placement rows is 25.
- The die extent in x reads 71.7 um.
- The post-route utilization of the core is recorded as 0.663.
- The pin closest to its max-slew limit shows a slew of 0.605 ns.
- On the final layout, the worst clock skew is 0.00993 ns.
- The number of unconstrained endpoints is 10.
- The run finished, with violations left.
- The peak fanout along the critical path reads 3.
- The number of standard cells after synthesis reads 257.
- The aggregate global-route resource usage reads 0.175.
- The total area inside the core boundary comes to 4690 sq um.
- The category of the critical setup timing path is flip-flop to primary output.
- Counting the warning lines in the Yosys log gives 8.
- The report gives the cell count of the worst hold path as 1.
- The fraction of layout instances using a drive strength above 1 reads 0.193.
- The count of unclocked register or latch pins is 9.
- The die height reads 71.7 um.
- The area of placed instances is 2650 sq um.
- The launch point of the worst min-delay path is recorded as clk_4ms.counter[0].
- The number of standard cells reported by yosys reads 257.
- The DRC violation count after routing is 0.
- The portion of synthesized area spent on multiplexers is 0.0165.
- According to the hold report, the worst path is of the flip-flop to flip-flop type.
- The TritonCTS buffer count reads 5.
- The via count of the first global-routing pass reads 1779.
- The depth of the CTS H-tree is 2.
- The via total after detailed routing is 1894.
- The final reports fail on negative setup slack.
- The number of buffers on the longest clock path is 2.
- The number of register bits inferred by synthesis reads 51.
- The wire length of the first global-routing pass reads 7.10 mm.
- The synthesized chip area reported by yosys is 2430 sq um.
- Per the log, the first TritonRoute iteration ended with a DRC count of 61.
- Setup repair after global routing could not meet its margin everywhere.
- The synthesis-to-finish area growth is 28.0%.
- The run reported a max-capacitance violation count of 0.
- The required arrival time at the worst endpoint reads 4.16 ns.
- On the reported timing paths, the clock transition at the registers reads 0.04 ns.
- The layout has 350 filler cells.
- The netlist area before placement is 2430 sq um.
- The count of hold buffers inserted by post-cts repair is 0.
- The initial core utilization reads 0.518.
- The capture instance of the worst register-to-register path is divider.counter[21].
- The count of warning messages emitted by the tools is 76.
- The simple-gate portion of the synthesized area is 0.287.
- The adder-cell share of the synthesized area reads 0.0515.
- The number of antenna violations at the first check in global routing is 0.
- The data arrival time at the worst-slack endpoint reads 4.41 ns.
- The xor/xnor share of the synthesized area is 0.126.
- The mean instance size in the synthesized netlist reads 9.46 sq um.
- The TritonCTS clock tree reads done.
- The count of pins on the block boundary reads 11.
- The clock reaches the later pin of the worst-skew pair after 0.35 ns.
- The most common logic cells in the final layout are 54 x sky130_fd_sc_hd__inv_1, 40 x sky130_fd_sc_hd__dfxtp_1, 32 x sky130_fd_sc_hd__nor2_1.
- Total power normalized to cell area comes to 223 nW/um^2.
- In this run the worst setup path begins at clk_4ms.clkOut.
- The number of input and output port buffers inserted is 10.
- The worst setup path is launched from a flip-flop.
- The element type at the critical path end reads a primary output.
- The first-pass detailed-route iteration total reads 4.
- The number of inserted diodes reads 0.
- Counting pins that exceed their max-slew limit in the final report gives 0.
- The total die area reads 5150 sq um.
- The endpoint of the worst hold path is clk_4ms.counter[0].
- The detail route stage leaves a number of antenna-violating nets equal to 0.
- On the final layout, the worst hold slack is 0.466 ns.
- The relative max-transition margin is 0.595.
- The final weighted congestion in routability-driven placement reads 0.888.
- The cell count of the worst reg-to-reg path is 7.
- The leakage power summed over all cells reads 1.40 nW.
- The worst register-to-register path begins at divider.counter[0].
- The main combinational cell family by area after synthesis is simple AND/OR/NAND/NOR gates.
- The script logs the ratio of routed vias to standard cells as 4.91.
- The count of unique library cells instantiated by Yosys is 41.
- Entering global routing, the biggest net connects 16 pins.
- The complex-gate fraction of the synthesized area is 0.0417.
[worst max-delay path, cell delays in order, from the launching register on]
cell                       delay (ns)
sky130_fd_sc_hd__edfxtp_1        0.49
sky130_fd_sc_hd__mux2i_4         0.34
sky130_fd_sc_hd__inv_2           0.09
sky130_fd_sc_hd__buf_6           0.12
sky130_fd_sc_hd__ha_4            0.15
sky130_fd_sc_hd__nand2_2         0.04
sky130_fd_sc_hd__o21ai_1         0.06
sky130_fd_sc_hd__nand2_1         0.08
sky130_fd_sc_hd__buf_2           0.09
[stage by stage]
stage	cells	setup WS [ns]	power (mW)	setup TNS [ns]
floorplan	257	0.207	0.381	0
global placement	327	-0.163	0.383	-0.795
detailed placement	327	-0.177	0.383	-0.922
CTS	386	-0.212	0.718	-1.17
global route	386	-0.357	0.746	-2.17
finish	386	-0.252	0.695	-1.50
[layout make-up]
class | instances | area, sq um | share of cell area
multi-input cells | 189 | 1390 | 0.448
inverters | 14 | 52.6 | 0.0169
clock buffers | 5 | 68.8 | 0.0221
repair buffers | 28 | 243 | 0.0780
clock inverters | 45 | 196 | 0.0631
well taps | 54 | 67.6 | 0.0217
flip-flops and latches | 51 | 1090 | 0.350
[how the worst max path moves through the flow]
stage	depth (start not counted)	end	slack, ns
final	8	seg[0]	-0.25
after CTS	6	seg[3]	-0.21
after global routing	7	seg[0]	-0.36
[cell usage after synthesis]
master	count	area share
sky130_fd_sc_hd__ha_1	10	0.051
sky130_fd_sc_hd__nor2_2	1	0.0026
sky130_fd_sc_hd__nand4b_1	1	0.0036
sky130_fd_sc_hd__nand2_1	30	0.046
sky130_fd_sc_hd__and2b_1	1	0.0031
sky130_fd_sc_hd__nand4_2	1	0.0051
sky130_fd_sc_hd__nor4_4	1	0.0087
sky130_fd_sc_hd__and3_1	5	0.013
sky130_fd_sc_hd__dfrtp_1	8	0.082
sky130_fd_sc_hd__nor4b_2	3	0.019
sky130_fd_sc_hd__nand4_1	8	0.021
sky130_fd_sc_hd__a22o_1	1	0.0036
sky130_fd_sc_hd__edfxtp_1	3	0.037
sky130_fd_sc_hd__dfxtp_1	40	0.33
sky130_fd_sc_hd__nor3_1	4	0.0082
sky130_fd_sc_hd__a21oi_1	2	0.0041
sky130_fd_sc_hd__nor3_2	2	0.0082
sky130_fd_sc_hd__nor4_1	1	0.0026
sky130_fd_sc_hd__nand2b_1	1	0.0026
sky130_fd_sc_hd__nor2_1	32	0.049
sky130_fd_sc_hd__nand3_2	2	0.0082
sky130_fd_sc_hd__buf_2	1	0.0021
sky130_fd_sc_hd__a21boi_0	1	0.0031
sky130_fd_sc_hd__a21o_1	2	0.0062
sky130_fd_sc_hd__and4_1	1	0.0036
sky130_fd_sc_hd__nor3_4	2	0.013
sky130_fd_sc_hd__o21ai_1	1	0.0021
sky130_fd_sc_hd__xor2_1	17	0.061
sky130_fd_sc_hd__nor2b_1	4	0.010
sky130_fd_sc_hd__and4bb_2	1	0.0051
sky130_fd_sc_hd__o211ai_1	2	0.0062
sky130_fd_sc_hd__or4_1	1	0.0031
sky130_fd_sc_hd__and2_1	1	0.0026
sky130_fd_sc_hd__nor4_2	2	0.010
sky130_fd_sc_hd__inv_1	15	0.023
sky130_fd_sc_hd__nand3_1	17	0.035
sky130_fd_sc_hd__buf_4	1	0.0031
sky130_fd_sc_hd__o21ai_0	8	0.016
sky130_fd_sc_hd__xnor2_1	18	0.065
sky130_fd_sc_hd__nand3b_1	1	0.0031
sky130_fd_sc_hd__mux2i_1	4	0.016
[state kept, by name, indices dropped and copies added (netlist names)]
| name | flops |
|---|---|
| divider.counter | 24 |
| clk_4ms.counter | 16 |
| counter1.q | 4 |
| counter2.q | 4 |
| clk_4ms.clkOut | 1 |
| counter1.clk_10 | 1 |
| divider.clk | 1 |
[cell families (layout without fill, tap and decap cells)]
logic type,after synthesis,after routing
DFF,51,51
buffers and inverters,17,92
AOI/OAI and AO/OA,17,17
xor gates and xnor gates,35,35
adders and majority gates,10,10
muxes,4,4
and+or+nand+nor,123,123
[power by group]
group	internal, mW	switching [mW]	total [mW]
Clock	0.182	0.185	0.367
Sequential	0.327	0	0.327
Combinational	0.000669	0.000786	0.00146
Total	0.510	0.185	0.695
[timing repair]
action                     CTS  global route
pin swaps                   12             5
buffers inserted            11             0
resized                     51             9
setup endpoints to repair    8             8
[per-layer routing]
metal / global-route usage / wire length (um) / vias to the layer above
li1: - / - / 1014
met1: 0.274 / 2360 / 859
met2: 0.237 / 1860 / 19
met3: 0.0528 / 94 / 2
met4: 0.0632 / 26 / 0
met5: 0 / 0 / -
Power is estimated from default activity; no workload was simulated.
